<file path="flow/design.v">
`timescale 1ns / 1ps
module Registros( input clk,
	input reset,
	input [4:0] A1In,	 
	input [4:0] A2In,	 
	input [4:0] A3In,	 
	input [31:0] WD3In,	 
	input WE3,
	output reg[31:0] RD1Out,	 
	output reg[31:0] RD2Out	 
    );
	reg [31:0] registros[31:0];
initial
begin
registros [0] <= 0;
			registros [1] <= 0;
			registros [2] <= 0;
			registros [3] <= 0;
			registros [4] <= 0;
			registros [5] <= 0;
			registros [6] <= 0;
			registros [7] <= 0;
			registros [8] <= 0;
			registros [9] <= 0;
			registros [10] <= 0;
			registros [11] <= 0;
			registros [12] <= 0;
			registros [13] <= 0;
			registros [14] <= 0;
			registros [15] <= 0;
			registros [16] <= 0;
			registros [17] <= 0;
			registros [18] <= 0;
			registros [19] <= 0;
			registros [20] <= 0;
			registros [21] <= 0;
			registros [22] <= 0;
			registros [23] <= 0;
			registros [24] <= 0;
			registros [25] <= 0;
			registros [26] <= 0;
			registros [27] <= 0;
			registros [28] <= 0;
			registros [29] <= 0;
			registros [30] <= 0;
			registros [31] <= 0;
			RD1Out<= 0;
			RD2Out<= 0;
end
	always@(posedge clk)
	begin
		if (reset)
			begin
			registros [0] <= 0;
			registros [1] <= 0;
			registros [2] <= 0;
			registros [3] <= 0;
			registros [4] <= 0;
			registros [5] <= 0;
			registros [6] <= 0;
			registros [7] <= 0;
			registros [8] <= 0;
			registros [9] <= 0;
			registros [10] <= 0;
			registros [11] <= 0;
			registros [12] <= 0;
			registros [13] <= 0;
			registros [14] <= 0;
			registros [15] <= 0;
			registros [16] <= 0;
			registros [17] <= 0;
			registros [18] <= 0;
			registros [19] <= 0;
			registros [20] <= 0;
			registros [21] <= 0;
			registros [22] <= 0;
			registros [23] <= 0;
			registros [24] <= 0;
			registros [25] <= 0;
			registros [26] <= 0;
			registros [27] <= 0;
			registros [28] <= 0;
			registros [29] <= 0;
			registros [30] <= 0;
			registros [31] <= 0;
			RD1Out<=0;
			RD2Out<=0;
			end 
		else if(WE3)
			begin
			registros[A3In]<=WD3In;
			RD1Out<=registros[A1In];
			RD2Out<=registros[A2In];
			end
	end
endmodule
</file>
<file path="flow/constraint.sdc">
current_design Registros

set clk_period 9.3
set clk_io_pct 0.2

create_clock -name clk0 -period $clk_period [get_ports {clk}]

set non_clock_inputs [all_inputs -no_clocks]
set_input_delay [expr $clk_period * $clk_io_pct] -clock clk0 $non_clock_inputs
set_output_delay [expr $clk_period * $clk_io_pct] -clock clk0 [all_outputs]
</file>
<file path="flow/config.mk">
export PLATFORM = sky130hd
export DESIGN_NAME = Registros
export DESIGN_NICKNAME = Registros
export VERILOG_FILES = /design/flow/design.v
export SDC_FILE = /design/flow/constraint.sdc
export NUM_CORES = 4
export LEC_CHECK = 1
export CORE_UTILIZATION = 30
</file>
<file path="flow/run.sh">
#!/bin/bash
# OpenROAD 26Q1-2900-gdf79404cd8, Yosys 0.63+post, stock flow scripts
make -C /OpenROAD-flow-scripts/flow DESIGN_CONFIG=/design/flow/config.mk WORK_HOME=/design/flow/orfs finish
</file>
==> results.ini <==
[clocking]
cts-root-buf = clkbuf_16
h-tree-depth = 3
cts.sinks = 1088
cts_hold_buf = 0
insertion_delay_ps = 750
cts_tree = built
cts_resized = 0
cts_buffers = 112
clkSlewWorstSetupHoldPaths_ps = 60
cts_setup_buffers = 0
clock_path_buffers = 3

[place]
place_congestion = 0.919
dp_slack_ps = 3990
placed_area_um2 = 61700
io_buffers = 113
dp.final_hpwl_um = 125000

[global_routing]
grt_pass1_vias = 40200
grtUsageTotal = 0.233
grt_start_max_net_pins = 91
grt-ovfl-total = 0
antenna_found_initial = 23
grt_pass1_wl_um = 308000

[final_timing]
hold_violations = 0
rsz0062_at_grt = no
skew_ps = 29.8
finalSetupViolCount = 0
period_needed_ps = 4670
setup_ws_ps = 4630
relSlewSlack = 0.288
maxSlewViolCount = 0
min_period_over_period = 0.502
tightest_slew_ps = 1060
fin_setup_tns_ps = 0
fmax_ghz = 0.214

[synth]
ff_type = edfxtp_1
ys_sh_mux = 0.176
ys.flops = 1088
synth-async-reset-ratio = 0
ys_sh_simple = 0.131
ys_top_cells_by_count = 1026 x and2_1, 1024 x edfxtp_1, 1024 x mux2i_1, 512 x a22oi_1, 344 x clkbuf_1
xor_area_frac = 0
synthCells = 4662
fa_ha_area_frac = 0
yosysUniqueCellTypes = 24
synth_top_area_share = 0.528
ys_warn_count = 1
top_cell = and2_1
syn-cell-area_um2 = 58300
ys_sh_aoi = 0.101
synth_top_cell_by_area = edfxtp_1
top_logic_kind = multiplexers
ys_cells = 4662
synth.top_cells.by_area = edfxtp_1 53%, mux2i_1 18%, and2_1 11%, a22oi_1 6.6%, clkbuf_1 2.2%
edf_count = 1024
yosys_area_um2 = 58300
ys_seq_frac = 0.550
avgSynthCellArea_um2 = 12.5

[hold_path]
hold_path_depth = 2
hp-class = flop to flop
worstHoldEndpoint = RD2Out[0]
holdCritStartpoint = RD2Out[0]

[critical_path]
start_kind = input pin
worst_r2r_path_depth = 5
crit_arrival_ps = 5250
cp.required_ps = 9890
critPathMaxFanout = 39
r2r-start = registros[8][31]
timing.rr.end = RD1Out[31]
worstSetupPathType = input pin to flop
worstSetupEndpointType = flop
r2r_setup_slack_ps = 7250

[detailed_routing]
drt_iter0_drc = 3034
vias = 39400
via_per_inst = 5.47
ant_nets = 0
wirelength_um = 220000
wire_per_inst_um = 30.5
dr.pass1.iters = 6
drc = 0

[floorplan]
fp_util = 0.302
num_rows = 161
die_area_um2 = 196000
coreArea_um2 = 193000
die_h_um = 443
fp.dieW_um = 443
ios = 114

[finish]
areaGrowthSynthToFinish_pct = 12.4
fillCellCount = 18400
fin_area_um2 = 65500
drive_gt1_frac = 0.101

[pwr]
peakVddDrop_mv = 0.155
cellLeakagePower_nw = 24.5
p_per_area_nw_per_um2 = 181
power_mw = 11.8

[outcome]
run_status = completed

[run]
cap_viol_max_count = 0
warnings = 26

==> critical path: stages <==
cell and delay, ps:
clkdlybuf4s50_1 670, and2_4 650, buf_4 680, buf_4 560, a22oi_1 150, a21oi_1 300, or4_1 180, a211oi_2 60
==> cell families (layout without fill, tap and decap cells) <==
group | after synthesis | count (layout)
buffers and inverters | 470 | 484
other | 0 | 14
multiplexers | 1024 | 1024
flip-flops | 1088 | 1088
AND-OR/OR-AND | 832 | 832
AND/OR/NAND/NOR | 1248 | 1248
==> layout make-up <==
cell class / instances / area, µm² / area share
sequential: 1088 / 32000 / 0.489
multi-input combinational: 3104 / 24100 / 0.368
clock buffer: 160 / 3220 / 0.0491
tap: 2526 / 3160 / 0.0482
timing repair buffer: 273 / 2430 / 0.0371
clock inverter: 51 / 539 / 0.00823
antenna: 14 / 35.0 / 0.000535
==> power breakdown <==
part / switching [mW] / internal [mW]
clock network: 2.00 / 2.68
logic: 0.904 / 0.478
registers: 0.159 / 5.63
total: 3.06 / 8.79
==> worst max path at each step <==
stage,slack [ps],startpoint,to
4_1_cts,4760,A2In[1],RD2Out[4]
5_1_grt,4600,A2In[1],RD2Out[4]
6_report,4630,A2In[1],RD2Out[4]
==> placed cells by master, fill, tap and decap left out, drive strengths merged, types with 100 or more instances in the layout <==
master,netlist,layout
a21oi,256,256
buf,120,164
clkbuf,350,160
clkdlybuf4s50,0,109
edfxtp,1024,1024
mux2i,1024,1024
nor2,100,100
a22oi,512,512
and2,1026,1026
==> per-stage QoR <==
| step | instances | hold slack, ps | utilization |
|---|---|---|---|
| 2_1_floorplan | 4662 | 450 | - |
| 3_3_place_gp | 6991 | 500 | 0.320 |
| 3_5_place_dp | 6991 | 504 | 0.320 |
| 4_1_cts | 7202 | 512 | 0.340 |
| 5_1_grt | 7202 | 541 | 0.340 |
| 6_report | 7216 | 513 | 0.340 |
==> state kept, by name, indices dropped and copies added, names as in the netlist <==
signal,flops
RD1Out,32
RD2Out,32
registros,1024
==> layer usage <==
metal | track usage | vias to the layer above | wire, µm | part of all wire
li1 | - | 17200 | - | -
met1 | 0.272 | 19300 | 77200 | 0.35
met2 | 0.347 | 2411 | 99500 | 0.45
met3 | 0.139 | 543 | 31600 | 0.14
met4 | 0.101 | 14 | 11700 | 0.053
met5 | 0.00733 | - | 142 | 0.00064
Power figures rest on the tool's default switching activity, not on a simulated workload.
