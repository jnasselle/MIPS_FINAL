==> design/flow/design.v <==
`timescale 1ns / 1ps
module ALU(
	input [5:0] ALUCon,
	input [31:0] A,  
	input [31:0] B,  
	output [31:0] ALUOut
	);
	reg [31:0] ALURes;
	localparam ADD = 6'b100000;
	localparam ADDU =6'b100001;
	localparam SUB = 6'b100010;
	localparam SUBU = 6'b100011;
	localparam AND = 6'b100100;
	localparam NOR = 6'b100111;
	localparam OR	= 6'b100101;
	localparam XOR = 6'b100110;
	localparam SLT = 6'b101010;
	localparam SLTU = 6'b101011;
	localparam SLL = 6'b000000;
	localparam SRA = 6'b000011;
	localparam SRL = 6'b000010;
	localparam SLLV = 6'b000100;
	localparam SRAV = 6'b000111;
	localparam SRLV = 6'b000110;
   always@*
   begin 
		case(ALUCon)
			ADD:	ALURes <= A+B;
			ADDU:	ALURes <= A+B;
			SUB:	ALURes <= A-B;
			SUBU:	ALURes <= A-B;  
			AND:	ALURes <= A&B;
			NOR:	ALURes <= ~(A|B);
			OR:	ALURes <= A|B;
			SLT:	ALURes <= A<B ? 1:0;
			XOR:	ALURes <= A^B;
			SLTU:	ALURes <=A<B ? 1:0;  
			SLL:	ALURes <= A<<B;
			SRA:	ALURes <= A>>>B;
			SRL:	ALURes <= A>>B;
			SLLV:	ALURes <= A<<B[4:0];
			SRAV:	ALURes <= A>>>B[4:0];
			SRLV:	ALURes <= A>>B[4:0];
			default: ALURes <=0;
		endcase
	end
	assign Zero = (ALUOut == 0) ? 1'b1 : 1'b0;
	assign ALUOut = ALURes;
endmodule
==> design/flow/run.sh <==
#!/bin/bash
# OpenROAD 26Q1-2900-gdf79404cd8, Yosys 0.63+post, stock flow scripts
make -C /OpenROAD-flow-scripts/flow DESIGN_CONFIG=/design/flow/config.mk WORK_HOME=/design/flow/orfs finish
==> design/flow/config.mk <==
export PLATFORM = sky130hd
export DESIGN_NAME = ALU
export DESIGN_NICKNAME = ALU
export VERILOG_FILES = /design/flow/design.v
export SDC_FILE = /design/flow/constraint.sdc
export NUM_CORES = 4
export LEC_CHECK = 1
export CORE_UTILIZATION = 50
==> design/flow/constraint.sdc <==
current_design ALU

set clk_period 15.9
set clk_io_pct 0.2

create_clock -name clk0 -period $clk_period

set non_clock_inputs [all_inputs -no_clocks]
set_input_delay [expr $clk_period * $clk_io_pct] -clock clk0 $non_clock_inputs
set_output_delay [expr $clk_period * $clk_io_pct] -clock clk0 [all_outputs]
==> Changelog: implementation <==
### Physical design

* Number of placement rows at between 40 and 50
* Count of instantiated cells in the yosys netlist at around 1300
* Post-Route Setup TNS at 0 ps
* Register area share after synthesis at 0%
* Classification of the worst setup path: input port to output pin
* Via count at approximately 11000
* Detailed placer's ending HPWL at between 20000 and 30000 um
* Endpoint class of the critical path: output pin
* Synth Cell Area at 8920 um2
* Worst Setup Start Kind: input port
* Post-synthesis cell type count at approximately 85
* Area share, top type at between 10% and 20%
* Post-Synth Simple-Gate Area at about 20%
* Initial standard-cell utilization of the core at about 51%
* Number of buffers inserted to repair setup after CTS at 0
* Worst hold path class: input port to output pin
* Max-slew violation count at 0
* IO buf count at between 100 and 150
* Post-cts hold-fix buffer tally at 0
* Worst setup path startpoint: B[25]
* Area growth from synthesis to final layout at 10.3%
* Leakage dissipation at around 4.1 nW
* Critical Path End: ALUOut[30]
* Ordered cell list for the critical path: clkdlybuf4s50_1 > nor4_1 > nand3_1 > o22ai_1 > nand2_1 > o311ai_1 > a2111oi_2 > mux2_1 > o22ai_1 > clkdlybuf4s50_1
* Min-delay src: ALUCon[1]
* Gr ovfl total at 0
* Remaining routing DRC violations at 0
* Sequential cell count of the final layout at 0
* Io pins at 102
* Upper clock frequency limit at ~0.091 GHz
* Logic family by area: AND-OR/OR-AND gates
* Via density per instance at roughly 6.8
* Routed Wire Length at between 30000 and 40000 um
* Post-synthesis share of cell area spent on xor and xnor gates at ~2.2%
* Total Routing Usage GR at between 40% and 50%
* Post-synth top area cell: ha_1
* First-pass iteration count of the detailed router at 5
* Leading post-synthesis cells by cell area: ha_1 13%, mux2i_1 9.0%, o21ai_0 7.2%
* IR drop worst, VDD at around 0.000035 V
* Number of fillers in the final layout at approximately 1700
* Final worst path period need at between 10000 and 15000 ps
* Mux cell area share at 19.0%
* Most used standard cell by instance count after synthesis: nor2_1
* Yosys stat area at between 8000 and 9000 um2
* Adder-cell area share of the yosys netlist at between 10% and 20%
* Worst endpoint required time at 12720 ps
* Die boundary height at between 100 and 150 um
* Complex-gate fraction of the synthesized area at a little over a third
* Final Hold Violating Endpoints at 0
* Largest driver fanout on the critical path at 14
* Number of clock buffers in the layout at 0
* Largest net degree at the start of global routing at 69
* Number of diodes added for antenna fixing at 0
* Iteration-0 DRC count of the detailed router at around 1100
* Cell type of the slowest stage on the worst timing path: o22ai_1
* Mean instance size in the synthesized netlist at ~6.7 um2
* Unrepaired setup endpoints after global routing: no
* WL/cell at around 24 um
* Worst path max stage delay at 810 ps
* Setup-failing EPs final at 0
* PostCTS Resize Cnt at 0
* Chip width at 136 um
* First-pass GRT wire length at around 57000 um
* Tool warning count at a little under 100
* Share of final-layout standard cells stronger than drive strength 1 at under 10%
* Slew Limit Headroom at about 39%
* Core Box Area at around 17000 um2
* Final cycle utilization of the critical path at 69.2%
* Warning count from the yosys run at 2
* Global placer's final weighted congestion at ~1.1
* Number of violations of the max-capacitance limit at 0
* Core Util, Final at between 50% and 60%
* Post-synthesis cell count at between 1000 and 1500
* Arrival time worst endpoint at 7830 ps
* Run status: complete, no violations
* Via count of the first global-routing pass at between 9000 and 10000
* Number of antenna violations at the first check in global routing at 0
* Antenna violation net count after detailed routing at 0
* Sequential Area at 0 um2
* Die Footprint at 18400 um2
* Power density over cell area at between 30 and 40 nW/um2
* Top cell types by occurrence after synthesis: 146 x nor2_1, 129 x o21ai_0, 114 x nand2_1, 113 x inv_1, 99 x a21oi_1
* Actual transition at the worst max-transition pin at just over 900 ps
## final cells by class
| type | instances | area [um2] | area share [%] |
|---|---|---|---|
| Timing Repair Buffer | 116 | 1100 | 11.2 |
| Tap cell | 225 | 282 | 2.86 |
| Inverter | 116 | 435 | 4.42 |
| Multi-Input combinational cell | 1116 | 8030 | 81.6 |
## power breakdown
group / leakage, nW / total, mW / internal (mW) / switching (mW)
clock network: 0 / 0 / 0 / 0
registers: 0 / 0 / 0 / 0
logic: 4.11 / 0.330 / 0.129 / 0.202
## stage by stage
step / power, mW / hold slack, ps / instance area (um2) / std cells / setup WS (ps)
3_3_place_gp: 0.321 / 7420 / 9840 / 1573 / 5190
6_report: 0.330 / 7450 / 9840 / 1573 / 4890
3_5_place_dp: 0.320 / 7430 / 9840 / 1573 / 5120
2_1_floorplan: 0.213 / 6580 / 8920 / 1334 / 6370
4_1_cts: 0.322 / 7430 / 9840 / 1573 / 5130
5_1_grt: 0.355 / 7530 / 9840 / 1573 / 4720
## cells in the final DEF (no fill, tap or decap), drive strengths merged, types with 5 or more instances in the layout
cell type	synthesis	routed
mux2i	80	80
a2111oi	10	10
a211oi	33	33
o221ai	5	5
nand2b	11	11
nor2	147	147
o211ai	23	23
buf	44	21
o31ai	5	5
o21a	14	14
o21bai	13	13
a21o	10	10
nand3	20	20
a31oi	13	13
clkdlybuf4s50	0	95
nor2b	10	10
o21ai	136	136
a21oi	100	100
or3	12	12
xnor2	20	20
a2111o	6	6
mux4	30	30
a211o	13	13
a32oi	6	6
nand4	6	6
nor3	45	45
a22oi	11	11
inv	115	115
a221oi	9	9
mux2	18	18
nor4	11	11
nand2	115	115
ha	96	96
o22ai	19	19
## cells by family (layout without fill, tap and decap cells)
family,count (synthesis),count (layout)
AOI/OAI and AO/OA,471,471
and+or+nand+nor,397,397
buffers and inverters,218,232
muxes,128,128
adders and majority gates,98,98
xor gates and xnor gates,22,22
## worst min-delay path by stage
stage | slack [ps] | cells after the start | endpoint
after CTS | 7430 | 4 | ALUOut[21]
after global routing | 7530 | 4 | ALUOut[21]
final | 7450 | 4 | ALUOut[21]
## routing by layer
metal	share of wire [%]	wire, um	track usage (%)
met3	10	3970	6.83
met2	43	16500	64.4
met4	5.3	2020	17.2
met1	41	15600	58.9
met5	0	0	0
## worst max-delay path, delay by kind of cell
family | cells | cell delay (ps)
buf+inv | 2 | 960
compound gates | 4 | 1770
mux | 1 | 320
simple gates | 3 | 1600
Power figures rest on the tool's default switching activity, not on a simulated workload.
